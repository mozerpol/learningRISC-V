<file path="./design.v">
package opcodePkg;
typedef enum bit [4:0] {
	LOAD =		5'b00000,
	LOAD_FP =	5'b00001,
	CUSTOM_0 =	5'b00010,
	MISC_MEM =	5'b00011,
	OP_IMM =	5'b00100,
	AUIPC =		5'b00101,
	OP_IMM_32 =	5'b00110,
	LEN_48_0 =	5'b00111,
	STORE =		5'b01000,
	STORE_FP = 	5'b01001,
	CUSTOM_1 =	5'b01010,
	AMO = 		5'b01011,
	OP =		5'b01100,
	LUI =		5'b01101,
	OP_32 =		5'b01110,
	LEN_64 =	5'b01111,
	MADD =		5'b10000,
	MSUB =		5'b10001,
	NMSUB =		5'b10010,
	NMADD =		5'b10011,
	OP_FP =		5'b10100,
	RESERVED_0 =	5'b10101,
	CUSTOM_2 =	5'b10110,
	LEN_48_1 =	5'b10111,
	BRANCH =	5'b11000,
	JALR =		5'b11001,
	RESERVED_1 =	5'b11010,
	JAL =		5'b11011,
	SYSTEM =	5'b11100,
	RESERVED_2 =	5'b11101,
	CUSTOM_3 =	5'b11110,
	LEN_80 =	5'b11111
} opcode;
typedef enum bit [2:0] {
	FUNC3_BRANCH_BEQ =	3'b000,
	FUNC3_BRANCH_BNE =	3'b001,
	FUNC3_BRANCH_BLT =	3'b100,
	FUNC3_BRANCH_BGE =	3'b101,
	FUNC3_BRANCH_BLTU =	3'b110,
	FUNC3_BRANCH_BGEU =	3'b111
} FUNC3_BRANCH;
typedef enum bit [2:0] {
	FUNC3_SB =		3'b000,
	FUNC3_SH =		3'b001,
	FUNC3_SW =		3'b010,
	FUNC3_SBU =		3'b100,
	FUNC3_SHU =		3'b101
} FUNC3_LOAD_STORE;
typedef enum bit [2:0] {
	FUNC3_ADD_SUB =		3'b000,
	FUNC3_SLT =		3'b010,
	FUNC3_SLTU =		3'b011,
	FUNC3_XOR =		3'b100,
	FUNC3_OR =		3'b110,
	FUNC3_AND =		3'b111,
	FUNC3_SLL =		3'b001,
	FUNC3_SR =		3'b101
} FUNC3_OP_IMM;
typedef enum bit [6:0] {
	FUNC7_SR_SRL =	7'b0000000,
	FUNC7_SR_SRA =	7'b0100000
} FUNC7_SR;
typedef enum bit [6:0] {
	FUNC7_ADD_SUB_ADD = 	7'b0000000,
	FUNC7_ADD_SUB_SUB =	7'b0100000
} FUNC7_OP_ADD_SUB;
typedef enum bit [2:0] {
	FUNC3_MISC_MEM_FENCE =	3'b000
} FUNC3_MISC_MEM;
typedef enum bit [24:0] {
	FUNC_SYSTEM_ECALL = 25'b0,
	FUNC_SYSTEM_EBREAK = 25'h2000
} FUNC25_SYSTEM;
endpackage : opcodePkg
`default_nettype none
package rysyPkg;
	localparam int REG_LEN = 32;
	localparam int REG_NUM = 32;
	localparam int ADDR_LEN = 5;
	localparam NOP = 32'h00000013;
endpackage : rysyPkg
`default_nettype wire
package selectPkg;
	typedef enum bit [2:0] {
		SB,
		SH,
		SW,
		SBU,
		SHU
	} sel_type;
endpackage : selectPkg
`timescale 100ns / 10ns
module gpio (
  input wire [7:0] addr,
  input wire [3:0] be,
  input wire [31:0] wdata,
  input wire we,
  input wire clk,
  input wire rst,
  output wire [31:0] q,
  output wire [3:0] gpio
);
  reg [31:0] gpio_state;
  always@(posedge clk) begin
    if (rst)
      gpio_state <= {32{1'b0}};
    else if(we && addr == {32{1'b0}})
      gpio_state <= wdata;
  end
  assign gpio = ~gpio_state[3:0];
  assign q = gpio_state;
endmodule
</file>
<file path="./run.sh">
#!/bin/bash
# OpenROAD 26Q1-2900-gdf79404cd8, Yosys 0.63+post, stock flow scripts
make -C /OpenROAD-flow-scripts/flow DESIGN_CONFIG=/design/flow/config.mk WORK_HOME=/design/flow/orfs finish
</file>
<file path="./config.mk">
export PLATFORM = sky130hd
export DESIGN_NAME = gpio
export DESIGN_NICKNAME = gpio
export VERILOG_FILES = /design/flow/design.v
export SDC_FILE = /design/flow/constraint.sdc
export NUM_CORES = 4
export LEC_CHECK = 1
export CORE_UTILIZATION = 30
</file>
<file path="./constraint.sdc">
current_design gpio

set clk_period 7.2
set clk_io_pct 0.2

create_clock -name clk0 -period $clk_period [get_ports {clk}]

set non_clock_inputs [all_inputs -no_clocks]
set_input_delay [expr $clk_period * $clk_io_pct] -clock clk0 $non_clock_inputs
set_output_delay [expr $clk_period * $clk_io_pct] -clock clk0 [all_outputs]
</file>
==> results.cfg <==
; generated from flow reports
[routing]
drt-pass1-iter-count = 4
vias = 1177
drc = 0
ant_nets = 0
wire_per_inst_um = 10.3
drt-initial-drc-count = 27
wl_um = 2990
viasPerCell = 4.06
antennaDiodeCount = 0

[cts]
cts_tree = done
cts-resized-gates = 0
root_buffer = clkbuf_8
htree_levels = 2
cts_setup_buffers = 0
clkSinkCount = 32
hold_buffers = 0
clk_path_buf_depth = 2
clock_latency_ns = 0.27
cts.clk_slew.worst_paths_ns = 0.06
cts_buffers = 5

[sta]
worst_slew_pin_slew_ns = 0.537
hold_violations = 0
setup_tns_ns = 0
finalMaxSlewViolations = 0
min_period_ns = 2.88
fin_worst_skew_ns = 0
fmax_ghz = 0.348
grt_setup_unrepaired = false
slew_headroom_pct = 64.2
fin_crit_sh_pct = 39.9
setup_viol = 0

[power_and_ir_drop]
p_clk_share_pct = 46.4
p_per_area_nw_per_um2 = 166
switching_share_pct = 18.2
p_leak_nw = 0.809
pwr-share-seq_pct = 44.3
combPwrFrac_pct = 9.3
peakVddDrop_mv = 0.0985
switching_power_mw = 0.0726
internal_power_mw = 0.327

[logic_synthesis]
yosysWarnings = 1
logic_family = simple AND/OR/NAND/NOR gates
ys_sh_adder_pct = 0
ys_seq_share_pct = 42.8
ys_cells = 146
aoi_share_pct = 0
synth_cell_types = 10
yosys.area.top_type_share_pct = 42.8
ys.flops = 32
synthTopCellsByArea = dfxtp_1 (43%), nand2b_1 (27%), mux2i_1 (21%), buf_12 (4.0%), clkbuf_1 (1.8%)
simple_gate_share_pct = 28.2
ys_sh_xor_pct = 0
muxShareOfSynthArea_pct = 21.4
largest_area_cell = dfxtp_1
ys_chip_area_um2 = 1500
synth_area_um2 = 1500
netlist_instances = 146
avgSynthCellArea_um2 = 10.2

[worst_setup_path]
worstSetupStartpointType = input pin
crit_fanout = 32
crit_arrival_ns = 3.08
reg2reg_depth = 2
cp-end-kind = register
cp.required_ns = 7.40
critical_path_class = input pin to register

[cells_and_area]
register_area_um2 = 641
area_growth_pct = 60.8
num-fill-cells = 449
drive_gt1_share_pct = 4.93
largest_reg_flops = 32
stdcell_count = 290
logic_area_um2 = 743
reg_top3 = gpio_state: 32 flops
lay_top_count = clkdlybuf4s50_1
top_register = gpio_state
final_cell_mix = clkdlybuf4s50_1 (78), nand2b_1 (64), mux2i_1 (32), dfxtp_1 (32), clkbuf_8 (7)

[floorplan]
core_um2 = 4750
row_count = 25
chipArea_um2 = 5270
io_pins = 83
floorplan.core_util_pct = 31.4
dieWidth_um = 72.6
die_y_um = 72.6

[grt]
grt_antenna_before_repair = 0
grt_util_met1_pct = 17.7
grt_pass1_wl_um = 5190
grt_pass1_vias = 1165
grt.busiest_layer = met2
grt_overflow = 0
met3_usage_pct = 4.34
grt_max_degree = 65
grt_usage_pct = 12.7
use_met2_pct = 20.0

[placed_design]
dp.cells = 282
gp_congestion = 0.690
numPortBuffers = 78
dpl.hpwl_um = 2050

[min_path]
hp-class = register to register
whs_path_depth = 2

[flow_run]
cap_violations = 0
warnings = 29

[outcome]
status = finished clean
==> cell type report <==
class	count	area share (%)
Inverter	4	0.624
Tap cell	67	3.49
Clock buffer	7	4.01
Sequential cell	32	26.6
Timing Repair Buffer	80	33.1
Multi-Input combinational cell	99	30.9
Clock inverter	1	1.25
==> worst max-delay path: stages <==
cell	delay (ns)
clkdlybuf4s50_1	0.40
nor4_1	0.27
and4b_2	0.26
buf_4	0.45
mux2i_1	0.24
==> path summary, 6_finish.rpt <==
kind,start,to,slack (ns)
setup reg to reg,gpio_state[2],gpio_state[2],6.61
hold reg to reg,gpio_state[6],gpio_state[6],0.47
setup / recovery,addr[2],gpio_state[30],4.32
hold / removal,gpio_state[6],gpio_state[6],0.47
==> synthesized netlist by cell type (all sizes together) <==
library cell  count
and4b             1
buf               4
clkbuf            7
dfxtp            32
inv               4
mux2i            32
nand2b           64
nor3              1
nor4              1
==> layer usage <==
layer	wire length [um]	part of all wire (%)
met5	0	0
met4	52	1.7
met3	276	9.2
met2	1280	43
met1	1380	46
==> per-stage QoR <==
| step | hold WS [ns] | instance area, um^2 | setup slack, ns | util (%) | total power [mW] |
|---|---|---|---|---|---|
| after global placement | 0.458 | 2280 | 4.09 | 47.9 | 0.218 |
| after global routing | 0.493 | 2400 | 4.17 | 50.6 | 0.418 |
| after floorplan | 0.434 | 1500 | 4.81 | - | 0.194 |
| after detailed placement | 0.461 | 2280 | 4.02 | 47.9 | 0.219 |
| after CTS | 0.476 | 2400 | 4.30 | 50.6 | 0.409 |
| final | 0.471 | 2400 | 4.32 | 50.6 | 0.400 |
==> power groups by stage <==
stage     registers (mW)  logic (mW)  clock network (mW)
4_1_cts            0.177      0.0379               0.194
5_1_grt            0.177      0.0406               0.201
6_report           0.177      0.0372               0.185
==> cells by family (layout without fill, tap and decap cells) <==
kind of cell / count (synthesis) / count (layout)
flip-flops: 32 / 32
multiplexers: 32 / 32
buffers and inverters: 15 / 92
AND/OR/NAND/NOR: 67 / 67
Power is estimated from default activity; no workload was simulated.
