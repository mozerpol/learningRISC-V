[design/flow/run.sh]
#!/bin/bash
# OpenROAD 26Q1-2900-gdf79404cd8, Yosys 0.63+post, stock flow scripts
make -C /OpenROAD-flow-scripts/flow DESIGN_CONFIG=/design/flow/config.mk WORK_HOME=/design/flow/orfs finish
[design/flow/config.mk]
export PLATFORM = sky130hd
export DESIGN_NAME = bus_interconnect
export DESIGN_NICKNAME = bus_interconnect
export VERILOG_FILES = /design/flow/design.v
export SDC_FILE = /design/flow/constraint.sdc
export NUM_CORES = 4
export LEC_CHECK = 1
export CORE_AREA = 10 10 70 70
export DIE_AREA = 0 0 80 80
[design/flow/constraint.sdc]
current_design bus_interconnect

set clk_period 6.4
set clk_io_pct 0.2

create_clock -name clk0 -period $clk_period [get_ports {clk}]

set non_clock_inputs [all_inputs -no_clocks]
set_input_delay [expr $clk_period * $clk_io_pct] -clock clk0 $non_clock_inputs
set_output_delay [expr $clk_period * $clk_io_pct] -clock clk0 [all_outputs]
[design/flow/design.v]
package opcodePkg;
typedef enum bit [4:0] {
	LOAD =		5'b00000,
	LOAD_FP =	5'b00001,
	CUSTOM_0 =	5'b00010,
	MISC_MEM =	5'b00011,
	OP_IMM =	5'b00100,
	AUIPC =		5'b00101,
	OP_IMM_32 =	5'b00110,
	LEN_48_0 =	5'b00111,
	STORE =		5'b01000,
	STORE_FP = 	5'b01001,
	CUSTOM_1 =	5'b01010,
	AMO = 		5'b01011,
	OP =		5'b01100,
	LUI =		5'b01101,
	OP_32 =		5'b01110,
	LEN_64 =	5'b01111,
	MADD =		5'b10000,
	MSUB =		5'b10001,
	NMSUB =		5'b10010,
	NMADD =		5'b10011,
	OP_FP =		5'b10100,
	RESERVED_0 =	5'b10101,
	CUSTOM_2 =	5'b10110,
	LEN_48_1 =	5'b10111,
	BRANCH =	5'b11000,
	JALR =		5'b11001,
	RESERVED_1 =	5'b11010,
	JAL =		5'b11011,
	SYSTEM =	5'b11100,
	RESERVED_2 =	5'b11101,
	CUSTOM_3 =	5'b11110,
	LEN_80 =	5'b11111
} opcode;
typedef enum bit [2:0] {
	FUNC3_BRANCH_BEQ =	3'b000,
	FUNC3_BRANCH_BNE =	3'b001,
	FUNC3_BRANCH_BLT =	3'b100,
	FUNC3_BRANCH_BGE =	3'b101,
	FUNC3_BRANCH_BLTU =	3'b110,
	FUNC3_BRANCH_BGEU =	3'b111
} FUNC3_BRANCH;
typedef enum bit [2:0] {
	FUNC3_SB =		3'b000,
	FUNC3_SH =		3'b001,
	FUNC3_SW =		3'b010,
	FUNC3_SBU =		3'b100,
	FUNC3_SHU =		3'b101
} FUNC3_LOAD_STORE;
typedef enum bit [2:0] {
	FUNC3_ADD_SUB =		3'b000,
	FUNC3_SLT =		3'b010,
	FUNC3_SLTU =		3'b011,
	FUNC3_XOR =		3'b100,
	FUNC3_OR =		3'b110,
	FUNC3_AND =		3'b111,
	FUNC3_SLL =		3'b001,
	FUNC3_SR =		3'b101
} FUNC3_OP_IMM;
typedef enum bit [6:0] {
	FUNC7_SR_SRL =	7'b0000000,
	FUNC7_SR_SRA =	7'b0100000
} FUNC7_SR;
typedef enum bit [6:0] {
	FUNC7_ADD_SUB_ADD = 	7'b0000000,
	FUNC7_ADD_SUB_SUB =	7'b0100000
} FUNC7_OP_ADD_SUB;
typedef enum bit [2:0] {
	FUNC3_MISC_MEM_FENCE =	3'b000
} FUNC3_MISC_MEM;
typedef enum bit [24:0] {
	FUNC_SYSTEM_ECALL = 25'b0,
	FUNC_SYSTEM_EBREAK = 25'h2000
} FUNC25_SYSTEM;
endpackage : opcodePkg
`default_nettype none
package rysyPkg;
	localparam int REG_LEN = 32;
	localparam int REG_NUM = 32;
	localparam int ADDR_LEN = 5;
	localparam NOP = 32'h00000013;
endpackage : rysyPkg
`default_nettype wire
package selectPkg;
	typedef enum bit [2:0] {
		SB,
		SH,
		SW,
		SBU,
		SHU
	} sel_type;
endpackage : selectPkg
`timescale 100ns / 10ns
module bus_interconnect 
  #(parameter WIDTH = 32) (
    input wire clk,
    input wire [WIDTH-1:0] addr,
    input wire [WIDTH-1:0] rdata_gpio,
    input wire [WIDTH-1:0] rdata_ram,
    input wire we,
    output wire [WIDTH-1:0] rdata,
    output wire we_ram,
    output wire we_gpio
  );
  reg [3:0] next_select;
  reg [WIDTH-1:0] rdata_reg;
  assign rdata = rdata_reg;
  always@(posedge clk)
    next_select <= addr[31:28];
  always@(*)
    case(next_select)
      4'd2: rdata_reg = rdata_gpio;
      default: rdata_reg = rdata_ram;
    endcase
  assign we_ram = we & (addr[31:28] != 4'd2);
  assign we_gpio = we & (addr[31:28] == 4'd2);
endmodule
==> flow_summary.ini <==
; physical design summary
[outcome]
status = completed

[setup_path]
path_cells = clkdlybuf4s50_1, nor4b_1, and2_1, clkdlybuf4s50_1
path_delay_family = buffers and inverters
cp_slowest_stage_delay_ns = 0.48
slowest_stage = clkdlybuf4s50_1
start_kind = input port
cp_max_fo = 2
cp_common_cell = clkdlybuf4s50_1
worst_ep_arrival_time_ns = 2.70
path_class = input port to primary output
required_ns = 5.12
worst_setup_path_end_kind = primary output
path_buffers = 2

[logic_synthesis]
syn_inst = 43
yosys.area.top_type = mux2_2
flop_cell = dfxtp_1
synth.most_common_cell = mux2_2
yosysChipArea_sq_um = 519.2
syn_avg_cell_area_sq_um = 12.08
ys_ff = 4
synthArstFlopShare_pct = 0
common_cells = mux2_2, dfxtp_1, buf_6
yosys_warnings = 1
synth-edff-count = 0
netlist.area_leader.share_pct = 65.06
ys_types = 8
topCellsByArea = mux2_2, dfxtp_1, buf_6
synth_area_sq_um = 519.2
yosys_cells = 43
ys_seq_share_pct = 15.42

[floorplan]
num_rows = 21
io-pin-count = 132
core-area_sq_um = 3416
initial_core_util_pct = 15.20
die_area_sq_um = 6400
fp.dieW_microns = 80
dieHeight_microns = 80

[drt]
num_vias = 754
viasPerCell = 3.907
wl_per_cell_microns = 17.62
antenna_cells = 0
dr.first_iter.drc_count = 8
route.detailed.drc = 0
ant_nets = 0
wl_microns = 3400
drt_pass1_iterations = 2

[clock_tree]
clkSlewWorstSetupHoldPaths_ns = 0.04
clock-sinks = 4
cts.path.max_buffers = 2
cts_root_buffer = clkbuf_4
hold_buffers = 0
cts-htree-levels = 1
cts_tree = done
postCtsSetupBuffers = 0
cts_buffers = 3
cts_resized = 0

[final_timing]
finalHoldViolations = 0
setup_viol = 0
period_used_pct = 62.19
max_freq_mhz = 251.2
finalSetupTns_ns = 0
period_minus_slack_ns = 3.980
worst_pin_slew_ns = 0.8198
rsz0062_at_grt = no
layout_setup_ws_ns = 2.420
drv_slew = 0
slew_headroom_pct = 45.11

[final_layout]
synthToLayoutAreaGrowth_pct = 208.9
regArea_sq_um = 80.08
reg.largest.list = next_select (4)
fill_cells = 326
final_cell_area_sq_um = 1604
registers.top_by_ff_count = next_select
layout-drive-gt1-share_pct = 23.81
largest_reg_flops = 4
combGateArea_sq_um = 405.4

[pwr]
intPower_mw = 0.1168
power_density_nw_per_um2 = 88.72
switching_share_pct = 17.95
p_leak_nw = 0.5849
combPwrFrac_pct = 59.0
ir_drop_v = 0.0001121
power_switching_mw = 0.02554
power_frac_seq_pct = 19.2
clkPwrFrac_pct = 21.8

[placed_design]
dpl.hpwl_microns = 3028
gp_congestion = 0.8853
place_ws_ns = 2.407
dpl_cell_area_sq_um = 1582
port_buffers = 103

[global_route]
grt_usage_pct = 10.14
grt_max_degree = 21
grt-ovfl-total = 0
grt_pass1_vias = 899
antenna_found_initial = 0
grt_pass1_wl_microns = 5037

[flow_run]
drv_cap = 0
warnings = 53

[hold_path]
hold_class = input port to flip-flop
-- through the flow --
stage,power [mW],hold slack (ns),cells,utilization [%]
2_1_floorplan,0.04148,1.308,43,-
3_3_place_gp,0.1127,1.761,190,46.30
3_5_place_dp,0.1129,1.765,190,46.30
4_1_cts,0.1460,1.515,193,46.96
5_1_grt,0.1524,1.513,193,46.96
6_report,0.1423,1.522,193,46.96
-- final timing paths --
kind / slack (ns) / depth (start not counted) / to / startpoint
max: 2.42 / 4 / we_gpio / addr[28]
min: 1.52 / 1 / next_select[1] / addr[29]
-- power by group through the flow --
stage	clock, mW	sequential (mW)	combinational, mW
4_1_cts	0.0326	0.0273	0.0861
5_1_grt	0.0347	0.0274	0.0903
6_report	0.0310	0.0273	0.0840
-- logic make-up (layout without fill, tap and decap cells) --
| group | after synthesis | after routing | synth area share (%) |
|---|---|---|---|
| and+or+nand+nor | 4 | 4 | 8.676 |
| muxes | 32 | 32 | 69.40 |
| DFF | 4 | 4 | 15.42 |
| buffers and inverters | 3 | 107 | 6.506 |
-- placed cells by master, fill, tap and decap left out, drive strengths merged --
master and instances:
dfxtp 4, nor4b 2, buf 1, nor2b 1, and2 1, clkdlybuf4s50 103, mux2 32, clkbuf 3
-- layer usage --
metal / global-route usage (%) / vias to the layer above / share of wire [%] / wire, microns
li1: - / 373 / - / -
met1: 11.23 / 315 / 40 / 1360
met2: 15.65 / 66 / 41 / 1405
met3: 8.409 / 0 / 19 / 634
met4: 0 / 0 / 0 / 0
met5: 0 / - / 0 / 0
-- final cells by class --
| class | count | area share [%] |
|---|---|---|
| Clock buffer | 3 | 1.404 |
| Multi-Input combinational cell | 36 | 25.27 |
| Tap cell | 46 | 3.588 |
| Sequential cell | 4 | 4.992 |
| Timing Repair Buffer | 104 | 64.74 |
Power figures rest on the tool's default switching activity, not on a simulated workload.
